==> design/flow/run.sh <==
#!/bin/bash
# OpenROAD 26Q1-2900-gdf79404cd8, Yosys 0.63+post, stock flow scripts
make -C /OpenROAD-flow-scripts/flow DESIGN_CONFIG=/design/flow/config.mk WORK_HOME=/design/flow/orfs finish
==> design/flow/config.mk <==
export PLATFORM = sky130hd
export DESIGN_NAME = vending_machine_vivado
export DESIGN_NICKNAME = vending_machine_vivado
export VERILOG_FILES = /design/flow/design.v
export SDC_FILE = /design/flow/constraint.sdc
export NUM_CORES = 4
export LEC_CHECK = 1
export CORE_AREA = 10 10 98 98
export DIE_AREA = 0 0 108 108
==> design/flow/constraint.sdc <==
current_design vending_machine_vivado

set clk_period 3.6
set clk_io_pct 0.2

create_clock -name clk0 -period $clk_period [get_ports {clk}]

set non_clock_inputs [all_inputs -no_clocks]
set_input_delay [expr $clk_period * $clk_io_pct] -clock clk0 $non_clock_inputs
set_output_delay [expr $clk_period * $clk_io_pct] -clock clk0 [all_outputs]
==> design/flow/design.v <==
`timescale 1ns/1ps
module vending_machine_vivado (
    input  wire clk,
    input  wire rst,
    input  wire coin1,
    input  wire coin5,
    input  wire coin10,
    input  wire sel_product0,
    input  wire sel_product1,
    input  wire sel_product2,
    output reg  dispense,
    output reg  [7:0] change
);
    parameter PRICE0 = 8'd10;
    parameter PRICE1 = 8'd15;
    parameter PRICE2 = 8'd20;
    reg [7:0] amount;
    reg [7:0] price;
    reg [1:0] state;
    localparam IDLE      = 2'b00;
    localparam WAIT_COIN = 2'b01;
    localparam DISPENSE  = 2'b10;
    always @(posedge clk) begin
        if (rst) begin
            state <= IDLE;
            amount <= 0;
            dispense <= 0;
            change <= 0;
            price <= 0;
        end else begin
            dispense <= 0;
            change <= 0;
            case(state)
                IDLE: begin
                    amount <= 0;
                    if(sel_product0) price <= PRICE0;
                    else if(sel_product1) price <= PRICE1;
                    else if(sel_product2) price <= PRICE2;
                    if(sel_product0 || sel_product1 || sel_product2)
                        state <= WAIT_COIN;
                end
                WAIT_COIN: begin
                    amount <= amount + (coin1 ? 8'd1 : 0) + (coin5 ? 8'd5 : 0) + (coin10 ? 8'd10 : 0);
                    if(amount + (coin1 ? 8'd1 : 0) + (coin5 ? 8'd5 : 0) + (coin10 ? 8'd10 : 0) >= price) begin
                        state <= DISPENSE;
                    end
                end
                DISPENSE: begin
                    dispense <= 1'b1;
                    change <= amount - price + (coin1 ? 8'd1 : 0) + (coin5 ? 8'd5 : 0) + (coin10 ? 8'd10 : 0);
                    amount <= 8'd0;
                    price <= 8'd0;
                    state <= IDLE;
                end
                default: state <= IDLE;
            endcase
        end
    end
endmodule
==> flow_summary_export.csv <==
group,metric,value,unit
pwr,combinationalPowerShare,31.3,%
sta,fin_skew,0.00237,ns
clock_tree,htreeDepth,1,
route,drtPass1Iterations,4,
sta,fin_crit_sh,96.3,%
global_routing,grt_pass1_vias,1214,
global_routing,track_usage,5.74,%
place,gp_congestion,0.817,
status,outcome,"complete, no violations",
pwr,switchingPower,215,uW
die,chipArea,11700,um^2
synthesis,synthesis.area,1640,um^2
place,port_buffers,16,
critical_path,cp-end-kind,"flip-flop",
job,stage_log_warnings,26,
die,pin_count,17,
global_routing,antenna_found_initial,0,
sta,hold_viol_final,0,
synthesis,synth_cell_types,40,
sta,finalSetupViolations,0,
sta,tightest_slew,0.451,ns
clock_tree,post_cts_buffers,0,
clock_tree,clkLatencyLatePin,0.26,ns
route,wl_met1,1720,um
synthesis,yosys_area,1640,um^2
sta,min_period,3.47,ns
worst_hold_path,worstHoldPathType,"reg -> reg",
pwr,sequentialPowerShare,42.5,%
clock_tree,cts-root-buf,"clkbuf_8",
sta,tns,0,ns
global_routing,grt_max_degree,14,
die,fp_util,21.4,%
sta,slew_headroom,69.6,%
sta,rsz0062_at_grt,"no",
sta,holdWs,0.500,ns
synthesis,yosys_warnings,1,
sta,slew_viol_final,0,
finish,fillCellCount,822,
place,dpl-instance-area,1940,um^2
global_routing,grt_pass1_wl,5570,um
route,drt-wirelength-per-cell,10.3,um
synthesis,synth_cells,188,
route,vias,1285,
route,met2_length,1310,um
pwr,power.share.switching,30.5,%
critical_path,cp_max_fo,2,
synthesis,syn_avg_cell_area,8.71,um^2
pwr,p_leak,0.000812,uW
job,cap_violations,0,
route,routed.top_layer,"met3",
route,via_per_inst,4.15,
finish,postLayoutCellArea,2000,um^2
die,die_h,108,um
route,wl,3210,um
critical_path,worstSetupStartpointType,"input port",
route,drt_iter0_drc,53,
critical_path,required,3.77,ns
die,rows,32,
die,die_x,108,um
global_routing,overflow,0,
pwr,internal-power,490,uW
route,antennaDiodeCount,0,
pwr,clkPwrFrac,26.2,%
synthesis,synth_seq_share,29.3,%
finish,final_cell_mix,"dfxtp_1, inv_1, nor2_1, ha_1, clkdlybuf4s50_1",
finish,drive_gt1_share,6.73,%
clock_tree,cts_made_buffers,3,
clock_tree,cts_tree,"done",
sta,fmax,288,MHz
clock_tree,numClockSinks,24,
critical_path,critPathArrivalTime,3.63,ns
synthesis,yosys_cells,188,
finish,area_growth,22.2,%
route,ant_nets,0,
route,drc,0,
route,route.met3.wl,177,um
clock_tree,clk_path_buf_depth,2,
die,core,7650,um^2
finish,flop_area,480,um^2
pwr,power.density,352,nW/um^2
finish,comb_area,1050,um^2
finish,lay_top_count,"dfxtp_1",
synthesis,ys.flops,24,
pwr,ir_drop,0.125,mV
critical_path,crit_type,"in -> reg",
clock_tree,clk_pin_slew,0.08,ns
place,dp_hpwl,2580,um
## critical path, cell delays in order
cell	delay, ns
clkdlybuf4s50_1	0.47
inv_1	0.06
fa_2	0.40
fa_1	0.38
and2b_1	0.22
o21a_1	0.13
nor2_1	0.05
xnor2_1	0.13
ha_1	0.19
or4_1	0.52
o2bb2ai_1	0.17
o21ba_1	0.18
## area by class of cell
class	count	share of cell area (%)
sequential	24	24.0
clock buffer	4	2.75
timing repair buffer	22	10.3
tap	102	6.37
inverter	22	4.13
multi-input combinational	136	52.5
## registers in the layout, indices dropped and copies added (netlist names)
name	flops
price	4
amount	8
state	3
dispense	1
change	8
## power groups by stage
| stage | logic, uW | clock network, uW | registers [uW] |
|---|---|---|---|
| 4_1_cts | 223 | 194 | 300 |
| 5_1_grt | 261 | 207 | 304 |
| 6_report | 221 | 185 | 300 |
## cells in the mapped netlist (all sizes together)
library cell | n | area, um^2
a211oi | 2 | 15.0
a21boi | 1 | 7.51
a21o | 5 | 37.5
a21oi | 10 | 50.1
a22oi | 1 | 7.51
a32oi | 1 | 8.76
and2 | 4 | 25.0
and2b | 1 | 7.51
buf | 1 | 5.00
clkbuf | 5 | 21.3
dfxtp | 24 | 480
fa | 7 | 140
ha | 18 | 225
inv | 22 | 82.6
mux2 | 1 | 11.3
mux2i | 2 | 20.0
nand2 | 7 | 26.3
nand2b | 5 | 31.3
nand3 | 3 | 15.0
nand3b | 3 | 22.5
nand4b | 1 | 8.76
nor2 | 18 | 67.6
nor2b | 3 | 18.8
nor3 | 7 | 35.0
nor3b | 1 | 7.51
o2111ai | 2 | 17.5
o211ai | 2 | 15.0
o21a | 3 | 22.5
o21ai | 10 | 50.1
o21ba | 1 | 10.0
o2bb2ai | 1 | 8.76
o31ai | 1 | 12.5
or2b | 1 | 7.51
or3 | 2 | 12.5
or3b | 1 | 8.76
or4 | 2 | 15.0
or4b | 1 | 10.0
xnor2 | 7 | 61.3
xor2 | 1 | 8.76
## stage by stage
step / cells / utilization, % / power [uW] / setup slack [ns]
2_1_floorplan: 188 / - / 466 / 0.365
3_3_place_gp: 306 / 25.4 / 525 / -0.188
3_5_place_dp: 306 / 25.4 / 527 / -0.224
4_1_cts: 310 / 26.1 / 717 / 0.0745
5_1_grt: 310 / 26.2 / 772 / 0.0153
6_report: 310 / 26.2 / 705 / 0.133
## layer usage
metal,vias up,global-route usage (%)
li1,678,-
met1,586,8.71
met2,21,8.41
met3,0,1.57
met4,0,0.191
met5,-,0
## kinds of logic (layout without fill, tap and decap cells)
group / Yosys count / count (layout) / synth area share, %
AND/OR/NAND/NOR: 60 / 60 / 19.5
AND-OR/OR-AND: 40 / 40 / 16.0
buffers and inverters: 28 / 48 / 6.65
adder cells (fa/ha/maj): 25 / 25 / 22.3
flip-flops: 24 / 24 / 29.3
XOR/XNOR: 8 / 8 / 4.28
multiplexers: 3 / 3 / 1.91
## final timing paths
kind,start,end,slack (ns),depth (start not counted)
min,price[4],price[4],0.50,2
min reg2reg,price[4],price[4],0.50,2
max reg2reg,amount[0],state[1],0.71,11
max,coin1,state[1],0.13,12
## repair_timing
item	4_1_cts	5_1_grt
gates resized	0	1
hold buffers	0	0
endpoints found under the setup margin	0	2
Power and IR drop assume default switching activity.
